$ cat flow/run.sh
#!/bin/bash
# OpenROAD 26Q1-2900-gdf79404cd8, Yosys 0.63+post, stock flow scripts
make -C /OpenROAD-flow-scripts/flow DESIGN_CONFIG=/design/flow/config.mk WORK_HOME=/design/flow/orfs finish
$ cat flow/constraint.sdc
current_design msxusb

set clk_period 1.2
set clk_io_pct 0.2

create_clock -name clk0 -period $clk_period

set non_clock_inputs [all_inputs -no_clocks]
set_input_delay [expr $clk_period * $clk_io_pct] -clock clk0 $non_clock_inputs
set_output_delay [expr $clk_period * $clk_io_pct] -clock clk0 [all_outputs]
$ cat flow/design.v
module msxusb (in_a7_a0,in_a15_a13_a12,data,iorq_n,rd_n,wr_n,sltsl_n,reset_n,cs_ch376s_n,busdir,out_a13_a18);
	input [7:0] in_a7_a0;
	input [2:0] in_a15_a13_a12;
	input [5:0] data;
	input iorq_n,rd_n,wr_n,sltsl_n,reset_n;
	output cs_ch376s_n;
	output busdir;
	output [5:0] out_a13_a18;
	ch376 CH376 (in_a7_a0,iorq_n,rd_n,cs_ch376s_n,busdir);
	scc_rom_mapper ROM_MAPPER (rd_n,wr_n,sltsl_n,reset_n,in_a7_a0,in_a15_a13_a12,data,out_a13_a18);
endmodule
module ch376 (io_address,iorq_n,rd_n,cs_ch376s_n,busdir);
	input [7:0] io_address;
	input iorq_n,rd_n;
	output cs_ch376s_n;
	output busdir;
	assign cs_ch376s_n = !(((io_address == 8'h10)||(io_address == 8'h11)||(io_address == 8'h20)||(io_address == 8'h21)) && iorq_n==0);
	assign busdir = cs_ch376s_n || rd_n;
endmodule
module scc_rom_mapper (rd_n,wr_n,sltsl_n,reset_n,a7_a0,a15_a13_a12,data,address_upper);
	input [2:0] a15_a13_a12;
	input [7:0] a7_a0;
	input [5:0] data;
	input rd_n,wr_n,sltsl_n,reset_n;
	output reg [5:0] address_upper = 0;
	reg [5:0] mem0;
	reg [5:0] mem1;
	reg [5:0] mem2;
	reg [5:0] mem3;
	initial begin
		mem0 = 6'b000000;
		mem1 = 6'b000001;
		mem2 = 6'b000010;
		mem3 = 6'b000011;
	end
	wire WE = !reset_n || (!sltsl_n && !wr_n);
	wire ADDR_SEL = !sltsl_n && (!wr_n || !rd_n);
	always @(posedge ADDR_SEL) begin
		case(a15_a13_a12[2:1])
			2'b00: address_upper = mem0;
			2'b01: address_upper = mem1;
			2'b10: address_upper = mem2;
			2'b11: address_upper = mem3;
		endcase   
	end
	always @(posedge WE) begin
		if (!reset_n) begin
			mem0 = 6'b000000;
			mem1 = 6'b000001;
			mem2 = 6'b000010;
			mem3 = 6'b000011;
		end
		if (!sltsl_n && (a7_a0==8'h00)) begin
			case(a15_a13_a12)
				3'b001: mem0 = data;
				3'b011: mem1 = data;
				3'b101: mem2 = data;
				3'b111: mem3 = data;
				default: ;
			endcase   
		end
	end
endmodule
$ cat flow/config.mk
export PLATFORM = sky130hd
export DESIGN_NAME = msxusb
export DESIGN_NICKNAME = msxusb
export VERILOG_FILES = /design/flow/design.v
export SDC_FILE = /design/flow/constraint.sdc
export NUM_CORES = 4
export LEC_CHECK = 1
export CORE_UTILIZATION = 30
==> flow_metrics.tcl <==
# collected from the flow reports
set metrics [dict create \
    p_leak_nw 0.890 \
    routed-wl-met3_um 27 \
    tool_warnings 35 \
    synth-async-reset-ratio 0 \
    dp_cells 192 \
    yosys-top-cells-area "dfxtp_1 (46%), mux2i_1 (19%), mux4_2 (10%), nand2_1 (5.8%), nand4b_2 (4.6%)" \
    crit_required_ns 0.96 \
    powerDensity_nw_per_um2 154 \
    drv_cap 0 \
    peakVddDrop_mv 0.0637 \
    worstMarginPinSlew_ns 0.812 \
    place_hpwl_um 1900 \
    final-instance-count-excl-fill 200 \
    final_max_slew_viol_count 0 \
    fin_ws_ns -0.415 \
    met2_length_um 1370 \
    drive_gt1_frac 0.240 \
    crit_path_end_kind "output port" \
    yosysTopAreaCell "dfxtp_1" \
    coreArea_um2 4090 \
    num_antenna_cells 0 \
    globalplace.congestion 0.789 \
    edf_count 0 \
    unclocked_pins 30 \
    area_growth_pct 34.1 \
    critPathLaunchType "primary input" \
    failed_checks "negative setup slack" \
    synthMostInstantiatedCell "dfxtp_1" \
    io_buffers 30 \
    yosys_most_used_dff "dfxtp_1" \
    grt_usage 0.133 \
    slew_headroom 0.457 \
    die_y_um 67.8 \
    synth_top_area_share 0.463 \
    yosys-top-cells-count "dfxtp_1 (30), mux2i_1 (24), nand2_1 (20)" \
    yosys_area_um2 1300 \
    fill_cells 393 \
    path_class "in -> out" \
    drt_pass1_iterations 4 \
    post_drt_via_cell_ratio 4.67 \
    met1_length_um 1210 \
    overflow 0 \
    via_count 934 \
    grt_pass1_vias 974 \
    grt_max_degree 26 \
    grt_first_pass_wirelength_um 4500 \
    core.rowCount 23 \
    ys_cells 110 \
    period_used_share 1.35 \
    ys.flops 30 \
    drt_iter0_markers 15 \
    die-area_um2 4590 \
    placed_cell_area_um2 1680 \
    whs_ns 0.848 \
    hold_viol 0 \
    highest_layer "met4" \
    ios 30 \
    period_minus_slack_ns 1.62 \
    yosysWarnings 1 \
    die_x_um 67.8 \
    untimed_endpoints 36 \
    avgSynthCellArea_um2 11.8 \
    ant_nets 0 \
    wirelength_um 2620 \
    wire_per_inst_um 13.1 \
    synth_area_um2 1300 \
    fmax_mhz 619 \
    critPathArrivalTime_ns 1.38 \
    syn_inst 110 \
    fin_area_um2 1740 \
    outcome "complete, but fails checks" \
    synth_cell_types 21 \
    antenna_found_initial 0 \
    grt_setup_unrepaired "true" \
    synth_seq_share 0.463 \
    fin_util 0.426 \
    p_total_mw 0.268 \
    hp-class "in -> out" \
    drcViolationCount 0 \
    setup_viol_count_final 2 \
    fp_util 0.318 \
    worstPathMaxFanout 2 \
]
state kept, by name, summed over array words and instances, names as in the netlist:
signal and flops:
ROM_MAPPER.mem2 6, ROM_MAPPER.mem0 6, ROM_MAPPER.address_upper 6, ROM_MAPPER.mem1 6, ROM_MAPPER.mem3 6
cells by family (layout without fill, tap and decap cells):
group / after synthesis / after routing / synth area share
AND/OR/NAND/NOR: 37 / 37 / 0.196
multiplexers: 30 / 30 / 0.289
flip-flops: 30 / 30 / 0.463
buffers and inverters: 10 / 50 / 0.0376
AND-OR/OR-AND: 2 / 2 / 0.00771
XOR/XNOR: 1 / 1 / 0.00675
final timing paths:
path | startpoint | to | slack [ns] | cells past startpoint
setup / recovery | in_a7_a0[3] | busdir | -0.42 | 5
hold / removal | in_a7_a0[3] | cs_ch376s_n | 0.85 | 5
critical path, stage by stage:
cell	delay, ns
buf_6	0.09
nor4_4	0.30
nand2b_2	0.10
or4_4	0.53
clkbuf_2	0.11
timing repair:
| action | CTS | global route |
|---|---|---|
| resized | 10 | 15 |
| pin swaps | 1 | 2 |
| endpoints found under the setup margin | 2 | 2 |
| hold buffers | 0 | 0 |
| setup buffers | 7 | 1 |
layout make-up:
class	count	area, um2	share of cell area
Inverter	6	22.5	0.0129
Multi-Input combinational cell	70	663	0.381
Sequential cell	30	601	0.345
Tap cell	50	62.6	0.0359
Timing Repair Buffer	44	392	0.225
metal layers:
metal	track usage	up-vias
met5	0	-
met4	0.0186	0
met3	0.00685	2
met2	0.240	12
met1	0.181	450
li1	-	470
cells in the final DEF, fill, tap and decap left out, types with 4 or more instances in the layout:
| master | Yosys | final |
|---|---|---|
| mux2i_1 | 24 | 24 |
| mux4_2 | 6 | 6 |
| clkdlybuf4s50_1 | 0 | 21 |
| buf_4 | 1 | 14 |
| nand2_1 | 20 | 20 |
| inv_1 | 6 | 6 |
| nand4b_2 | 4 | 4 |
| clkbuf_2 | 0 | 4 |
| nor2b_1 | 4 | 4 |
| dfxtp_1 | 30 | 30 |
metrics by stage:
stage	TNS, ns	worst slack (ns)
global route	-0.755	-0.466
global placement	-1.95	-0.987
finish	-0.651	-0.415
CTS	-1.31	-0.753
floorplan	-0.394	-0.200
detailed placement	-2.02	-1.02
power by group:
group / switching (mW) / leakage [nW] / internal [mW]
Combinational: 0.0886 / 0.648 / 0.114
Clock: 0 / 0 / 0
Sequential: 0.000567 / 0.242 / 0.0651
Total: 0.0892 / 0.890 / 0.179
Power is estimated from default activity; no workload was simulated.
